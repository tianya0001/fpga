==> /design/flow/design.v <==
module key(clk, rst, key, key_state);
	input			clk;
	input			rst;
	input			key;
	output reg	key_state;
	localparam
		IDLE =		4'b0001,
		FILTER0 =	4'b0010,
		DOWN =		4'b0100,
		FILTER1 =	4'b1000;
	reg[3:0]		state;
	reg 			key_temp0, key_temp1;
	wire 			pedge, nedge;
	reg[20:0] 	cnt;			 
	reg 			cnt_en;		 
	reg 			cnt_full;	 
	reg			key_s0,key_s1;		 
	reg 			key_in;
	always@(posedge clk or negedge rst) begin
		if(!rst) begin
			state <= IDLE;		 
			cnt_en <= 1'b0;	 
			cnt <= 20'd0;		 
			key_s0 <= 1'b1;
			key_s1 <= 1'b1;
		end
		else begin
			key_s0 <= key;
			key_s1 <= key_s0;
			key_in <= key_s1;
			case(state)
				IDLE: begin
					key_state <= 1'b0;
					cnt_en <= 1'b0;
					cnt <= 20'd0;
					if(!key_in) begin
						state <= FILTER0;
					end
					else begin	 
						state <= IDLE;
					end
				end
				FILTER0: begin
					key_state <= 1'b0;
					cnt_en <= 1'b1;
					if(cnt_full && (!key_in)) begin
						state <= DOWN;
					end
					else if(!cnt_full) begin
						state <= FILTER0;
					end
					else if(cnt_full && key_in) begin
						state <= IDLE;
					end
					else begin
						state <= FILTER0;
					end
				end
				DOWN: begin
					key_state <= 1'b1;
					cnt_en <= 1'b0;
					cnt <= 20'd0;
					if(key_in) begin
						state <= FILTER1;
					end
					else begin
						state <= DOWN;
					end
				end
				FILTER1: begin
					key_state <= 1'b1;
					cnt_en <= 1'b1;
					if(cnt_full && (!key_in)) begin
						state <= DOWN;
					end
					else if(cnt_full && key_in) begin
						state <= IDLE;
					end
					else if(!cnt_full) begin
						state <= FILTER1;
					end
					else begin
						state <= FILTER1;
					end
				end
				default: begin
					state <= IDLE;
				end
			endcase
			if(cnt_en) begin
				cnt <= cnt + 1'b1;
			end
			if(cnt >= 20'd999_999) begin
				cnt_full <= 1'b1;
			end
			else begin
				cnt_full <= 1'b0;
			end
		end
	end
endmodule
==> /design/flow/run.sh <==
#!/bin/bash
# OpenROAD 26Q1-2900-gdf79404cd8, Yosys 0.63+post, stock flow scripts
make -C /OpenROAD-flow-scripts/flow DESIGN_CONFIG=/design/flow/config.mk WORK_HOME=/design/flow/orfs finish
==> /design/flow/config.mk <==
export PLATFORM = sky130hd
export DESIGN_NAME = key
export DESIGN_NICKNAME = key
export VERILOG_FILES = /design/flow/design.v
export SDC_FILE = /design/flow/constraint.sdc
export NUM_CORES = 4
export LEC_CHECK = 1
export CORE_AREA = 10 10 100 100
export DIE_AREA = 0 0 110 110
==> /design/flow/constraint.sdc <==
current_design key

set clk_period 3.1
set clk_io_pct 0.2

create_clock -name clk0 -period $clk_period [get_ports {clk}]

set non_clock_inputs [all_inputs -no_clocks]
set_input_delay [expr $clk_period * $clk_io_pct] -clock clk0 $non_clock_inputs
set_output_delay [expr $clk_period * $clk_io_pct] -clock clk0 [all_outputs]
==> flow_metrics.py <==
# Metrics from the implementation run
metrics = {
    "status": {
        "status": "complete, no violations",
    },
    "drt": {
        "antennaDiodeCount": 0,
        "dr.pass1.iters": 4,
        "postRouteAntennaNets": 0,
        "wl_per_cell_um": 10.6,
        "vias": 1072,
        "drt-total-wl_um": 2660,
        "routed_via_density": 4.25,
        "drt-initial-drc-count": 57,
        "drc_errors": 0,
    },
    "cts": {
        "h-tree-depth": 2,
        "cts.clk_slew.worst_paths_ns": 0.07,
        "cts.path.max_buffers": 2,
        "clk_latency_ns": 0.28,
        "cts_sinks": 31,
        "cts_tree": "built",
        "post-cts-setup-buffers": 0,
        "cts_hold_buf": 0,
        "cts-resized-gates": 0,
        "numCtsBuffers": 5,
        "root_buffer": "clkbuf_8",
    },
    "final_timing": {
        "skew_ns": 0.0108,
        "period_used_share": 0.643,
        "rsz0062_at_grt": "false",
        "relSlewSlack": 0.510,
        "fin_crit_ns": 1.99,
        "max_freq_mhz": 502,
        "hold_ws_ns": 0.357,
        "worst_pin_slew_ns": 0.729,
        "final-setup-viol-count": 0,
        "fin_ws_ns": 1.11,
        "report.final.hold_viol_count": 0,
        "final.setup.tns_ns": 0,
        "drv_slew": 0,
    },
    "pwr": {
        "p_int_w": 0.000574,
        "ir_worst_vdd_mv": 0.195,
        "p_total_w": 0.000729,
        "clockPowerShare": 0.415,
        "p_leak_nw": 0.681,
        "comb_power_share": 0.016,
        "seqPwrFrac": 0.569,
        "switching_share": 0.212,
        "switching_power_w": 0.000155,
        "pwr_density_cell_nw_per_um2": 430,
    },
    "synthesis": {
        "synth-edff-count": 3,
        "yosys_warnings": 1,
        "yosys_area_sq_um": 1460,
        "netlist_instances": 141,
        "yosysCellCount": 141,
        "async_flop_share": 0.903,
        "top_area_frac": 0.428,
        "ys_seq_share": 0.544,
        "avgSynthCellArea_sq_um": 10.4,
        "netlist.top_cell.by_area": "dfrtp_1",
        "topCellsByArea": "dfrtp_1, edfxtp_1, mux2i_1",
        "synth.distinct_cells": 37,
        "ys_ff": 31,
        "synth.cell_area_sq_um": 1460,
        "flop_cell": "dfrtp_1",
    },
    "worst_setup_path": {
        "worstPathArrival_ns": 2.20,
        "critPathLaunchType": "flop",
        "crit_chain": "nand4_1 -> or4_4 -> or4_1 -> a21boi_1",
        "cp.required_ns": 3.31,
        "cpPeakStageDelay_ns": 0.57,
        "crit_slowest_cell": "or4_4",
        "critPathBufInv": 0,
        "cp-end-kind": "flop",
        "cpLargestDelayFamily": "simple AND/OR/NAND/NOR gates",
        "critical_path_class": "flop to flop",
        "crit_fanout": 11,
    },
    "placement": {
        "routabilityCongestion": 0.773,
        "dpl_worst_slack_ns": 1.12,
        "post-place-cells": 244,
        "hpwl_um": 1820,
        "port_buffers": 3,
    },
    "global_route": {
        "grt_max_degree": 23,
        "grt_pass1_wl_um": 4860,
        "grt.total_usage": 0.0484,
        "grt_pass1_vias": 1010,
        "overflow": 0,
        "grt_antenna_before_repair": 0,
    },
    "run": {
        "warnings": 25,
        "drv_cap": 0,
    },
    "floorplan": {
        "die_y_um": 110,
        "die_w_um": 110,
        "die-area_sq_um": 12100,
        "fp.coreArea_sq_um": 7810,
        "initCoreUtil": 0.187,
        "rows": 32,
        "ios": 4,
    },
    "final_layout": {
        "lay_top_count": "dfrtp_1",
        "layout_top_cells": "dfrtp_1, nand2_1, o21ai_0, inv_1, mux2i_1",
        "fin_cells": 252,
        "area_growth_pct": 16.0,
        "filler_cell_count": 838,
        "drive_above_1_share": 0.100,
    },
    "worst_hold_path": {
        "worstHoldPathType": "flop to flop",
    },
}
-- synth_stat cells (3+ instances only) --
cell type	count
clkbuf_1	3
edfxtp_1	3
o31ai_1	3
nand2_1	20
mux2i_1	8
dfstp_2	3
o41ai_1	4
nor3_1	3
o311ai_0	4
nor2_1	3
o21ai_0	12
dfrtp_1	25
nand3_1	7
nand4_1	7
inv_1	9
a21oi_1	3
-- metrics by stage --
step	util	area, sq um
after floorplan	-	1460
after global placement	0.207	1610
after detailed placement	0.207	1610
after CTS	0.217	1700
after global routing	0.217	1700
final	0.217	1700
-- registers in the layout (all words and copies together), names as in the netlist --
register	cells
cnt	21
cnt_en	1
cnt_full	1
key_in	1
key_s0	1
key_s1	1
key_state	1
state	4
-- path summary, 6_finish.rpt --
kind	cells past startpoint	slack [ns]	endpoint	startpoint
max in group asynchronous	2	1.82	cnt[4]$_DFFE_PN0P_	rst
max reg2reg	4	1.11	cnt[15]$_DFFE_PN0P_	cnt_en$_DFFE_PN0P_
min	0	0.36	key_s1$_DFF_PN1_	key_s0$_DFF_PN1_
min in group asynchronous	1	0.64	state[3]$_DFF_PN0_	rst
min reg2reg	0	0.36	key_s1$_DFF_PN1_	key_s0$_DFF_PN1_
max	4	1.11	cnt[15]$_DFFE_PN0P_	cnt_en$_DFFE_PN0P_
-- kinds of logic (layout without fill, tap and decap cells) --
kind of cell / count (synthesis) / count (layout) / share of synthesized area
AND/OR/NAND/NOR: 50 / 50 / 0.181
flip-flops: 31 / 31 / 0.544
buffers and inverters: 14 / 23 / 0.0419
AND-OR/OR-AND: 37 / 37 / 0.170
multiplexers: 8 / 8 / 0.0548
adder cells (fa/ha/maj): 1 / 1 / 0.00856
-- final cells by class --
class | count | area (sq um) | share of cell area
inverter | 9 | 33.8 | 0.0199
sequential | 31 | 795 | 0.469
tap | 102 | 128 | 0.0753
timing repair buffer | 6 | 52.6 | 0.0310
clock buffer | 7 | 76.3 | 0.0450
multi-input combinational | 96 | 606 | 0.357
clock inverter | 1 | 5.00 | 0.00295
-- metal layers --
metal  global-route usage  vias up  share of wire
li1                     -      542              -
met1               0.0728      512           0.50
met2               0.0669       13           0.44
met3               0.0165        5          0.043
met4              0.00743        0         0.0094
met5                    0        -              0
-- power by group through the flow --
| stage | Combinational, W | Sequential, W | Clock (W) |
|---|---|---|---|
| finish | 0.0000115 | 0.000415 | 0.000302 |
| global route | 0.0000137 | 0.000415 | 0.000332 |
| CTS | 0.0000124 | 0.000415 | 0.000315 |
-- worst reg2reg max path, stage by stage, from the launching register on --
cell and delay (ns):
dfrtp_1 0.52, nand4_1 0.19, or4_4 0.57, or4_1 0.49, a21boi_1 0.15
Power figures rest on the tool's default switching activity, not on a simulated workload.
