==> design/flow/config.mk <==
export PLATFORM = sky130hd
export DESIGN_NAME = BCD_counter_top
export DESIGN_NICKNAME = BCD_counter_top
export VERILOG_FILES = /design/flow/design.v
export SDC_FILE = /design/flow/constraint.sdc
export NUM_CORES = 4
export LEC_CHECK = 1
export CORE_AREA = 10 10 73 73
export DIE_AREA = 0 0 83 83
==> design/flow/constraint.sdc <==
current_design BCD_counter_top

set clk_period 2.5
set clk_io_pct 0.2

create_clock -name clk0 -period $clk_period [get_ports {Clk}]

set non_clock_inputs [all_inputs -no_clocks]
set_input_delay [expr $clk_period * $clk_io_pct] -clock clk0 $non_clock_inputs
set_output_delay [expr $clk_period * $clk_io_pct] -clock clk0 [all_outputs]
==> design/flow/design.v <==
module BCD_counter(Clk, Cin, Rst_n, Cout, q);
	input Clk;		 
	input Cin;		 
	input Rst_n;	 
	output Cout;	 
	output [3:0]q;	 
	reg [3:0]cnt;	 
	always@(posedge Clk or negedge Rst_n)
	begin
		if(Rst_n == 1'b0)
			cnt <= 4'b0000;
		else if(Cin == 1'b1) begin
			if(cnt == 4'd9)
				cnt <= 4'd0;
			else
				cnt <= cnt + 1'b1;
		end
		else
			cnt <= cnt;
	end
	assign Cout = (Cin == 1'b1 && cnt == 4'd9);
	assign q = cnt;
endmodule
module BCD_counter_top(Clk, Cin, Rst_n, Cout, q);
	input Clk;		 
	input Cin;		 
	input Rst_n;	 
	output Cout;	 
	output [11:0]q; 
	wire Cout0;
	wire Cout1;
	wire [3:0] q0, q1, q2;
	assign q = {q2,q1,q0};	 
	BCD_counter cnt0(
					.Clk(Clk), 
					.Cin(Cin), 
					.Rst_n(Rst_n), 
					.Cout(Cout0), 
					.q(q0)
	);
	BCD_counter cnt1(
					.Clk(Clk), 
					.Cin(Cout0), 
					.Rst_n(Rst_n), 
					.Cout(Cout1), 
					.q(q1)
	);
	BCD_counter cnt2(
					.Clk(Clk), 
					.Cin(Cout1), 
					.Rst_n(Rst_n), 
					.Cout(Cout), 
					.q(q2)
	);
endmodule
==> design/flow/run.sh <==
#!/bin/bash
# OpenROAD 26Q1-2900-gdf79404cd8, Yosys 0.63+post, stock flow scripts
make -C /OpenROAD-flow-scripts/flow DESIGN_CONFIG=/design/flow/config.mk WORK_HOME=/design/flow/orfs finish
==> results.json <==
{
  "status": "finished, final reports clean",
  "insertion_delay_ns": 0.24,
  "final_area_um2": 951,
  "ir_worst_vdd_v": 0.000421,
  "power_density_nw_per_um2": 865,
  "hpwl_um": 1110,
  "dieArea_um2": 6890,
  "critical_path.endpoint_type": "output pin",
  "finalClockPeriodUsage_pct": 87.8,
  "finalCriticalPeriod_ns": 2.19,
  "via_per_inst": 4.08,
  "areaGrowthSynthToFinish_pct": 47.9,
  "dp_cells": 127,
  "placement.io_buffers": 15,
  "clock_sinks": 12,
  "hold_path.class": "reg -> reg",
  "core_um2": 3740,
  "antennaDiodeCount": 0,
  "finalSetupViolCount": 0,
  "wl_um": 1450,
  "fp-row-count": 22,
  "startpoint_type": "primary input",
  "ys_seq_share_pct": 46.7,
  "antenna_found_initial": 0,
  "synth_cells": 60,
  "cts.path.max_buffers": 2,
  "placed_area_um2": 886,
  "leakage_nw": 0.404,
  "final_cells": 131,
  "worst_slew_pin_slew_ns": 0.559,
  "core_util_floorplan_pct": 17.2,
  "hold_viol_final": 0,
  "cts_resized": 3,
  "cts_setup_buffers": 0,
  "worstPathMaxFanout": 2,
  "cts_made_buffers": 3,
  "synth_area_um2": 643,
  "htreeDepth": 1,
  "rsz0062_at_grt": "false",
  "openroad.warnings": 25,
  "grt-ovfl-total": 0,
  "postCtsHoldBufs": 0,
  "yosys_warnings": 1,
  "cp.arrival_ns": 1.69,
  "path_clk_slew_ns": 0.05,
  "numSynthFlops": 12,
  "synth.distinct_cells": 31,
  "avgSynthCellArea_um2": 10.7,
  "grt_usage_pct": 4.19,
  "die_x_um": 83,
  "maxCapViolations": 0,
  "grt_first_pass_wirelength_um": 2480,
  "clock-skew-final_ns": 0.00280,
  "drt_iter0_markers": 31,
  "ant_nets": 0,
  "critPathRequiredTime_ns": 2.00,
  "yosys_cells": 60,
  "critPathKind": "in -> out",
  "grt_pass1_vias": 487,
  "drtPass1Iterations": 4,
  "drc_errors": 0,
  "vias": 534,
  "report.final.slew_viol_count": 0,
  "max_freq_ghz": 0.456,
  "cts_tree": "built",
  "post-route-util_pct": 25.4,
  "die_y_um": 83,
  "avgRoutedWirePerCell_um": 11.0,
  "slew_headroom_pct": 62.6,
  "final_layout_size_suffix_gt1_share_pct": 20.5,
  "gp_congestion": 0.795,
  "synth_chip_area_um2": 643,
  "io_pins": 16,
  "grt_max_degree": 13,
  "cts_root_buffer": "clkbuf_8"
}
-- registers in the layout, summed over array words and instances (netlist names) --
name,count
cnt0.cnt,4
cnt1.cnt,4
cnt2.cnt,4
-- cell families after synthesis --
kind of cell | share of synthesized area, %
AOI/OAI and AO/OA | 7.78
xor gates and xnor gates | 8.17
buffers and inverters | 1.95
DFF | 46.7
muxes | 4.08
and+or+nand+nor | 31.3
-- per-stage QoR --
step | worst slack [ns] | total power, mW | setup TNS, ns | hold WS [ns]
after detailed placement | -0.0648 | 0.616 | -0.0648 | 0.489
after global placement | -0.0299 | 0.610 | -0.0299 | 0.499
after CTS | 0.281 | 0.835 | 0 | 0.513
after floorplan | 0.960 | 0.443 | 0 | 0.204
after global routing | 0.186 | 0.886 | 0 | 0.538
final | 0.306 | 0.823 | 0 | 0.507
-- cells in the mapped netlist --
cell       count  share of area, %
nand2_1        3               1.8
nor3b_4        1               2.9
mux2_4         1               2.3
nor4bb_1       1               1.6
nor4_1         1              0.97
and3b_1        2               2.7
o21ai_0        2               1.6
and3_1         1              0.97
nand2b_1       1              0.97
nand3b_1       1               1.2
and4b_1        1               1.6
and2b_1        1               1.2
dfrtp_1       12                47
a31oi_1        2               1.9
xor2_1         1               1.4
mux2_2         1               1.8
and2_1         1              0.97
nor2_1         1              0.58
and2b_2        1               1.4
o2bb2ai_1      1               1.4
buf_2          1              0.78
nor3_1         1              0.78
inv_1          2               1.2
nand3_1        5               3.9
nand4_1        2               1.9
xnor2_1        5               6.8
nand4_2        1               1.9
a21oi_1        2               1.6
nor3b_1        1               1.2
a21o_2         1               1.4
nor2b_1        3               2.9
-- worst max-delay path: stages --
cell	delay, ns
clkdlybuf4s50_1	0.49
and3_4	0.20
nand4_2	0.12
nor4_2	0.15
dlygate4sd2_1	0.24
-- layer usage --
metal / GRT usage, % / routed length, µm / vias up
met5: 0 / 0 / -
met4: 0.154 / 0 / 0
met3: 1.87 / 86 / 0
met2: 5.10 / 563 / 20
met1: 6.68 / 796 / 246
li1: - / - / 268
-- path summary, 6_finish.rpt --
check / from / end / slack [ns] / cells past startpoint
setup / recovery: Cin / Cout / 0.31 / 5
hold / removal: cnt1.cnt[0] / cnt1.cnt[0] / 0.51 / 1
setup reg to reg: cnt1.cnt[2] / cnt2.cnt[1] / 0.93 / 4
hold reg to reg: cnt1.cnt[0] / cnt1.cnt[0] / 0.51 / 1
max in group asynchronous: Rst_n / cnt2.cnt[2] / 1.51 / 1
min in group asynchronous: Rst_n / cnt0.cnt[2] / 0.62 / 1
-- where the power goes --
group / leakage, nW / internal (mW) / total, mW / switching, mW
registers: 0.151 / 0.248 / 0.327 / 0.0791
logic: 0.224 / 0.191 / 0.285 / 0.0943
clock network: 0.0288 / 0.139 / 0.210 / 0.0711
-- layout by cell type (no fill, tap or decap), types with 2 or more instances in the layout --
cell type and n:
a21oi_1 2, a31oi_1 2, and3b_1 2, buf_4 5, clkbuf_8 4, clkdlybuf4s50_1 14, dfrtp_1 12, inv_1 2
nand2_1 3, nand3_1 5, nand4_1 2, nor2b_1 3, o21ai_0 2, xnor2_1 5
-- area by class of cell --
type / count / area (µm²)
clock buffer: 4 / 55.1
sequential: 12 / 300
multi-input combinational: 45 / 342
fill: 416 / 2790
inverter: 2 / 7.51
timing repair buffer: 20 / 186
tap: 48 / 60.1
No activity file was given, so power comes from the tool's default toggle rates.
