`config.mk`:
```
export PLATFORM = sky130hd
export DESIGN_NAME = Hell
export DESIGN_NICKNAME = Hell
export VERILOG_FILES = /design/flow/design.v
export SDC_FILE = /design/flow/constraint.sdc
export NUM_CORES = 4
export LEC_CHECK = 1
export CORE_AREA = 10 10 70 70
export DIE_AREA = 0 0 80 80
```
`constraint.sdc`:
```
current_design Hell

set clk_period 2.0
set clk_io_pct 0.2

create_clock -name clk0 -period $clk_period [get_ports {Clk}]

set non_clock_inputs [all_inputs -no_clocks]
set_input_delay [expr $clk_period * $clk_io_pct] -clock clk0 $non_clock_inputs
set_output_delay [expr $clk_period * $clk_io_pct] -clock clk0 [all_outputs]
```
`design.v`:
```
module Hell(Clk, Rst, data, led);
	input Clk;	 
	input Rst;	 
	input[7:0]	data;
	output reg led;
	localparam
		CHECK_H =	5'b0_0001,
		CHECK_E =	5'b0_0010,
		CHECK_L1 =	5'b0_0100,
		CHECK_L2 =	5'b0_1000,
		CHECK_O =	5'b1_0000;
	reg[4:0]	state;
	initial led = 1'b1;
	always@(posedge Clk or negedge Rst)
	if(!Rst) begin
		state <= CHECK_H;
		led <= 1'b1;
	end
	else begin
		case(state)
			CHECK_H:
				if(data == "H")
					state <= CHECK_E;
				else
					state <= CHECK_H;
			CHECK_E:
				if(data == "E")
					state <= CHECK_L1;
				else
					state <= CHECK_H;
			CHECK_L1:
				if(data == "L")
					state <= CHECK_L2;
				else
					state <= CHECK_H;
			CHECK_L2:
				if(data == "L")
					state <= CHECK_O;
				else
					state <= CHECK_H;
			CHECK_O:
				begin
					state <= CHECK_H;
					if(data == "O")
						led <= ~led;
					else 
						led <= led;
				end
			default: state <= CHECK_H;
		endcase
	end
endmodule
```
`run.sh`:
```
#!/bin/bash
# OpenROAD 26Q1-2900-gdf79404cd8, Yosys 0.63+post, stock flow scripts
make -C /OpenROAD-flow-scripts/flow DESIGN_CONFIG=/design/flow/config.mk WORK_HOME=/design/flow/orfs finish
```
==> impl_table.tex <==
% Generated from flow reports
\begin{tabular}{lr}
\hline
Metric & Value \\
\hline
\multicolumn{2}{l}{\textbf{Final layout}} \\
Final standard cell count with taps included and fillers excluded & approximately 90 \\
Area growth from synthesis to layout & 74.6\% \\
Dominant logic cell types in the final layout & sky130\_fd\_sc\_hd\_\_clkdlybuf4s50\_1, sky130\_fd\_sc\_hd\_\_dlymetal6s2s\_1, sky130\_fd\_sc\_hd\_\_buf\_4, sky130\_fd\_sc\_hd\_\_dfrtp\_1 \\
Cell area after layout & 524 sq um \\
Fraction of layout cells with a size suffix above 1 & 0.250 \\
Most common library cell in the layout ignoring fill and taps & sky130\_fd\_sc\_hd\_\_clkdlybuf4s50\_1 \\
Core Util, Final & 0.153 \\
\multicolumn{2}{l}{\textbf{Logic synthesis}} \\
Number of distinct library cells after synthesis & 17 \\
Post-synthesis area per instance & 11.1 sq um \\
Yosys cell count & 27 \\
Cell area leaders & sky130\_fd\_sc\_hd\_\_dfrtp\_1, sky130\_fd\_sc\_hd\_\_dfstp\_2, sky130\_fd\_sc\_hd\_\_and4\_1, sky130\_fd\_sc\_hd\_\_nor4b\_1, sky130\_fd\_sc\_hd\_\_nor3\_1 \\
Post-synthesis sequential element count & 6 \\
Area of the synthesized netlist per yosys stat & 300 sq um \\
Number of instances in the synthesized netlist & 27 \\
Cell taking the most area after synthesis & sky130\_fd\_sc\_hd\_\_dfrtp\_1 \\
Post-synth design cell area & 300 sq um \\
Portion of synthesized cell area occupied by the leading cell type & 0.333 \\
Proportion of synthesized chip area in sequential cells & 0.508 \\
Yosys warning count & 1 \\
\multicolumn{2}{l}{\textbf{Clock tree}} \\
Setup Fix Bufs, Post-CTS & 0 \\
Inserted Clock Buffers & 3 \\
Number of H-tree levels & 1 \\
Maximum buffer depth of the clock tree & 2 \\
Clock tree from TritonCTS & built \\
Clk slew on worst S/H paths & roughly 0.040 ns \\
Cell at the root of the clock tree & sky130\_fd\_sc\_hd\_\_clkbuf\_4 \\
Clock latency of the later-clocked register in the worst-skew pair & $\sim$0.24 ns \\
\# clock sinks & 6 \\
\multicolumn{2}{l}{\textbf{STA}} \\
Worst setup slack after layout & $\sim$0.22 ns \\
Max-slew violations & 0 \\
Worst-margin pin slew & 0.302 ns \\
F\_max & 563 MHz \\
Clock period minus final worst setup slack & 1.78 ns \\
Post-route clock skew & 0.00205 ns \\
Final Hold Violation Tally & 0 \\
Unrepaired setup endpoints after global routing & no \\
Worst hold-check slack & 0.395 ns \\
Finish-stage setup viols & 0 \\
Final sum of negative setup slack & 0 ns \\
Part of the cycle the worst path needs & 0.888 \\
Worst slew slack as a fraction of its limit & 0.796 \\
\multicolumn{2}{l}{\textbf{Power and ir drop}} \\
Ratio of total power to cell area & approximately 510 nW/um\^{}2 \\
Total Power & 0.267 mW \\
Switching power total & 0.0546 mW \\
Net Sw Frac & 0.204 \\
Reg power frac & 0.458 \\
Combinational Power Share & 0.133 \\
Internal power of the cells & between 0.2 and 0.25 mW \\
Leakage power & 0.239 nW \\
Worst-case vdd ir drop & 0.120 mV \\
Portion of total power attributed to the clock network & 0.409 \\
\multicolumn{2}{l}{\textbf{Placed design}} \\
Placer's final routability congestion estimate & 0.749 \\
Cell Area, Placed & 488 sq um \\
Number of cells after detailed placement & 87 \\
Port-buffer cells & 10 \\
HPWL Detailed & 607 microns \\
Pre-CTS setup slack & -0.316 ns \\
\multicolumn{2}{l}{\textbf{GRT}} \\
Wire length of the first global-routing pass & between 1000 and 1500 microns \\
Gr usage total & 0.0251 \\
Initial antenna violation count & 0 \\
Pin count of the biggest net entering global routing & 7 \\
Vias in the first global route & 304 \\
Aggregate global routing overflow & 0 \\
\multicolumn{2}{l}{\textbf{Flow run}} \\
Number of OpenROAD warnings & 25 \\
Max Cap Viol & 0 \\
\multicolumn{2}{l}{\textbf{Detailed routing}} \\
Number of design rule violations left after detail routing & 0 \\
Diodes inserted & 0 \\
Average routed wire per standard cell & 8.42 microns \\
Routed vias/inst & 3.03 \\
Detailed Route WL & 758 microns \\
Via Count & approximately 270 \\
Final antenna-violating net count & 0 \\
Pre-antenna DRT Iters & 2 \\
Initial detailed-routing violation count & 19 \\
\multicolumn{2}{l}{\textbf{Setup path}} \\
Worst setup path category & input pin to register \\
Max Fanout on Critical Path & 2 \\
Endpoint type of the worst setup path & register \\
Worst path arrival time & 1.94 ns \\
Internal reg-to-reg setup slack & 0.68 ns \\
Startpoint class of the critical path & input pin \\
Req. time, crit path & approximately 2.2 ns \\
\multicolumn{2}{l}{\textbf{Floorplan}} \\
Placeable core area & 3420 sq um \\
Chip Area & 6400 sq um \\
Num ports & 11 \\
Die height & roughly 80 microns \\
Width of the chip & around 80 microns \\
Effective utilization at floorplan & 0.0879 \\
Site row count & 21 \\
\multicolumn{2}{l}{\textbf{Worst hold path}} \\
Hold Crit Class & input pin to asynchronous set/reset pin \\
\multicolumn{2}{l}{\textbf{Run status}} \\
Result of the run & finished clean \\
\hline
\end{tabular}
-- per-layer routing --
layer  global-route usage  share of wire  vias up
li1                     -              -      140
met1               0.0336           0.51      117
met2               0.0353           0.38       14
met3               0.0125           0.10        2
met4              0.00528          0.011        0
met5                    0              0        -
-- synthesized netlist by cell type (all sizes together) --
| cell | count |
|---|---|
| a221o | 1 |
| and4 | 2 |
| and4b | 1 |
| dfrtp | 4 |
| dfstp | 2 |
| inv | 1 |
| nand2 | 2 |
| nand3 | 1 |
| nor2 | 2 |
| nor2b | 1 |
| nor3 | 3 |
| nor4b | 2 |
| o2111ai | 1 |
| or3 | 1 |
| or4b | 2 |
| xor2 | 1 |
-- power groups by stage --
stage	Sequential, mW	Clock (mW)	Combinational [mW]
global route	0.122	0.126	0.0393
finish	0.122	0.109	0.0356
CTS	0.122	0.115	0.0367
-- worst max-delay path, cell delays in order --
cell,delay [ns]
sky130_fd_sc_hd__dlymetal6s2s_1,0.13
sky130_fd_sc_hd__or4b_4,0.54
sky130_fd_sc_hd__or4b_4,0.51
sky130_fd_sc_hd__a221o_1,0.35
-- layout make-up --
| class | instances | area (sq um) |
|---|---|---|
| tap | 46 | 57.6 |
| fill | 377 | 2890 |
| timing repair buffer | 14 | 140 |
| sequential | 6 | 153 |
| multi-input combinational | 20 | 148 |
| clock buffer | 3 | 22.5 |
| inverter | 1 | 3.75 |
-- sequential cells by signal, summed over array words and instances, names as in the netlist --
register,count
led,1
state,5
-- worst paths after layout --
| check | cells after the start | endpoint | startpoint |
|---|---|---|---|
| setup / recovery | 4 | state[0] | data[5] |
| hold / removal | 1 | state[1] | Rst |
| setup reg to reg | 2 | state[0] | state[0] |
| hold reg to reg | 1 | state[0] | state[1] |
| max in group asynchronous | 1 | state[0] | Rst |
| min in group clk0 | 1 | state[0] | state[1] |
-- cells by family after synthesis --
logic type,synth area share
xor gates and xnor gates,0.0292
and+or+nand+nor,0.388
buffers and inverters,0.0125
AOI/OAI and AO/OA,0.0625
DFF,0.508
-- repair_timing --
action | CTS | global route
resized | 0 | 5
endpoints found under the setup margin | 1 | 1
pin swaps | 2 | 2
hold buffers | 0 | 0
Power and IR drop assume default switching activity.
